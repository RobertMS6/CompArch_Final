File: run.sh
#!/bin/bash
# OpenROAD 26Q1-2900-gdf79404cd8, Yosys 0.63+post, stock flow scripts
make -C /OpenROAD-flow-scripts/flow DESIGN_CONFIG=/design/flow/config.mk WORK_HOME=/design/flow/orfs finish
File: config.mk
export PLATFORM = sky130hd
export DESIGN_NAME = twoToOneMux_32
export DESIGN_NICKNAME = twoToOneMux_32
export VERILOG_FILES = /design/flow/design.v
export SDC_FILE = /design/flow/constraint.sdc
export NUM_CORES = 4
export LEC_CHECK = 1
export CORE_AREA = 10 10 70 70
export DIE_AREA = 0 0 80 80
File: constraint.sdc
current_design twoToOneMux_32

set clk_period 1.0
set clk_io_pct 0.2

create_clock -name clk0 -period $clk_period

set non_clock_inputs [all_inputs -no_clocks]
set_input_delay [expr $clk_period * $clk_io_pct] -clock clk0 $non_clock_inputs
set_output_delay [expr $clk_period * $clk_io_pct] -clock clk0 [all_outputs]
File: design.v
`timescale 1ns / 1ns
module twoToOneMux_32(
    input[31:0] inA,
    input[31:0] inB,
    input[0:0] sel,
    output reg[31:0] out
);
    always @* begin
        if (sel==1'b0) begin
            out <= inA;
        end else begin
            out <= inB;
        end
    end
endmodule
==> flow_metrics.env <==
# implementation run metrics
export IMPL_grt_use_total_pct=7.87
export IMPL_layout_top_cells="40 x dlygate4sd2_1, 32 x mux2_4, 29 x buf_6"
export IMPL_post_route_period_util_pct=118
export IMPL_grt_antenna_before_repair=0
export IMPL_logic_area_um2=480
export IMPL_grt_pass1_wl_um=4150
export IMPL_final_util_pct=49.7
export IMPL_drc=0
export IMPL_row_count=21
export IMPL_die_area_mm2=0.00640
export IMPL_ys_chip_area_um2=544
export IMPL_path_max_fanout=7
export IMPL_endpoint_kind="output port"
export IMPL_via_per_inst=3.80
export IMPL_dr_pass1_iters=2
export IMPL_hp_class="input port to output port"
export IMPL_powerDensity_mw_per_mm2=389
export IMPL_violations="negative setup slack"
export IMPL_drive_gt1_share_pct=56.2
export IMPL_status="complete, but fails checks"
export IMPL_p_leak_nw=0.990
export IMPL_grt_max_degree=8
export IMPL_die_w_um=80
export IMPL_period_needed_ns=1.18
export IMPL_synth_top_cell_by_area="mux2_4"
export IMPL_holdWs_ns=0.694
export IMPL_area_growth_pct=212
export IMPL_hpwl_um=2400
export IMPL_finalHoldViolations=0
export IMPL_max_slew_margin_pct=95.9
export IMPL_area_leaders="mux2_4 83%, buf_12 11%, mux2_2 4.1%"
export IMPL_grt_most_used_layer="met2"
export IMPL_flops=0
export IMPL_final_area_mm2=0.00170
export IMPL_drv_cap=0
export IMPL_placeableCoreArea_mm2=0.00342
export IMPL_drtIter0Drc=4
export IMPL_fill_cells=327
export IMPL_wirelength_um=2850
export IMPL_synth_area_um2=544
export IMPL_vias=730
export IMPL_finalWorstSetupSlack_ns=-0.175
export IMPL_setup_viol=32
export IMPL_yosys_cells=36
export IMPL_grt_ovfl_total=0
export IMPL_arrival_ns=0.98
export IMPL_critPathRequiredTime_ns=0.80
export IMPL_final_common_cell="dlygate4sd2_1"
export IMPL_synth_cell_types=4
export IMPL_syn_inst=36
export IMPL_synth_area_per_cell_um2=15.1
export IMPL_ir_drop_mv=0.173
export IMPL_critPathKind="input port to output port"
export IMPL_grtUsageMet1_pct=8.97
export IMPL_startpoint_type="input port"
export IMPL_num_antenna_cells=0
export IMPL_wl_per_cell_um=14.8
export IMPL_placed_area_mm2=0.00154
export IMPL_grt_use_met2_pct=14.3
export IMPL_postSynthSeqShare_pct=0
export IMPL_worst_pin_slew_ns=0.0611
export IMPL_clock_buffers=0
export IMPL_slew_viol_final=0
export IMPL_numPortBuffers=97
export IMPL_fp_dieH_um=80
export IMPL_fp_utilization_pct=15.9
export IMPL_postRouteAntennaNets=0
export IMPL_rsz0062_at_grt="yes"
export IMPL_gp_congestion=0.760
export IMPL_num_io_pins=97
export IMPL_fmax_mhz=851
export IMPL_tool_warnings=34
export IMPL_p_total_w=0.000660
export IMPL_synth_top_area_share_pct=82.8
export IMPL_grt_pass1_vias=824
export IMPL_yosys_warnings=1
export IMPL_register_area_um2=0
export IMPL_grt_use_met3_pct=3.07
==> critical path: stages <==
cell and delay [ns]:
buf_12 0.11, buf_12 0.13, buf_8 0.12, mux2_4 0.30, buf_6 0.11
==> report_power, final <==
part / switching, W / internal, W / total [W] / leakage, nW
clock network: 0 / 0 / 0 / 0
logic: 0.000141 / 0.000519 / 0.000660 / 0.990
registers: 0 / 0 / 0 / 0
==> cell type report <==
cell class                 instances  area share [%]
timing repair buffer             114            68.3
multi-input combinational         32            28.3
tap                               46            3.39
==> routing by layer <==
| metal | share of wire (%) | up-vias |
|---|---|---|
| met2 | 49 | 51 |
| met3 | 11 | 0 |
| met1 | 40 | 317 |
| met5 | 0 | - |
| met4 | 0 | 0 |
| li1 | - | 362 |
==> cells in the mapped netlist, drive strengths merged <==
master  count
mux2       32
buf         4
==> final timing paths <==
kind              slack, ns  depth (start not counted)     from       to
setup / recovery      -0.18                          5   sel[0]  out[31]
hold / removal         0.69                          3  inA[24]  out[24]
==> timing repair <==
action,CTS,global route
gates resized,170,23
gates cloned,1,0
endpoints found under the setup margin,32,32
buffers inserted,14,0
hold buffers,0,0
pin swaps,0,0
==> stage by stage <==
stage                     instances  worst slack (ns)  setup TNS (ns)
after floorplan                  36            0.0669               0
after global placement          177            -0.492          -15.25
after detailed placement        177            -0.497          -15.27
after CTS                       192            -0.178           -5.20
after global routing            192            -0.194           -5.62
final                           192            -0.175           -5.03
==> kinds of logic after synthesis <==
| group | count (synthesis) | synth area share, % |
|---|---|---|
| muxes | 32 | 86.9 |
| buffers and inverters | 4 | 13.1 |
Power and IR drop assume default switching activity.
