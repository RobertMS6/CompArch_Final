==> design.v <==
`timescale 1ns / 1ns
module alu(
    input[31:0] data_a,
    input[31:0] data_b,
    input[3:0] operation,
    output reg[31:0] aluresult,
    output zero
);
    assign zero = (aluresult == 1'b0);
    always @ (operation or data_a or data_b) begin
        case (operation)
            4'b0000: begin  
                aluresult <= data_a & data_b;
            end
            4'b0001: begin  
                aluresult <= data_a | data_b;
            end
            4'b0010: begin  
                aluresult <= data_a + data_b;
            end
            4'b0110: begin  
                aluresult <= data_a - data_b;
            end
            4'b0111: begin  
                aluresult <=  data_a < data_b ? 1 : 0;
            end
            4'b1100: begin  
                aluresult <= ~( data_a  | data_b );
            end
            default: begin
                aluresult <= 0;
            end
        endcase
    end
endmodule
==> run.sh <==
#!/bin/bash
# OpenROAD 26Q1-2900-gdf79404cd8, Yosys 0.63+post, stock flow scripts
make -C /OpenROAD-flow-scripts/flow DESIGN_CONFIG=/design/flow/config.mk WORK_HOME=/design/flow/orfs finish
==> config.mk <==
export PLATFORM = sky130hd
export DESIGN_NAME = alu
export DESIGN_NICKNAME = alu
export VERILOG_FILES = /design/flow/design.v
export SDC_FILE = /design/flow/constraint.sdc
export NUM_CORES = 4
export LEC_CHECK = 1
export CORE_UTILIZATION = 40
==> constraint.sdc <==
current_design alu

set clk_period 18.2
set clk_io_pct 0.2

create_clock -name clk0 -period $clk_period

set non_clock_inputs [all_inputs -no_clocks]
set_input_delay [expr $clk_period * $clk_io_pct] -clock clk0 $non_clock_inputs
set_output_delay [expr $clk_period * $clk_io_pct] -clock clk0 [all_outputs]
==> run notes <==
- slew at the pin closest to its max-slew limit: 1.058 ns
- Resized cells post-CTS: 0
- area inside the core boundary: 0.01531 sq mm
- commonest cells after routing, fill and taps aside: ha_1, clkdlybuf4s50_1, inv_1
- outcome: completed
- hold_buf cts: 0
- total setup violations reported at the end of the flow: 0
- nature of the critical path endpoint: primary output
- number of antenna-violating nets in the routed design: 0
- Syn Inst Count: 940
- fillcell total: 1,566
- Via density: 6.209
- ratio of cells with drive above 1 in the final layout: 0.06118
- largest voltage drop on the vdd net: 0.00001409 V
- post-placement worst setup slack: 6.035 ns
- Storage cell area: 0 sq um
- start-to-end type of the worst setup path: primary input to primary output
- biggest area contributors in the synthesized netlist: ha_1, a21oi_1, inv_1
- post-route fraction of the period consumed by the critical path: 0.6706
- DRC violation count after routing: 0
- Top delay family on crit path: simple AND/OR/NAND/NOR gates
- post-synth top area cell: ha_1
- initial DRC count: 803
- top fanout value on the critical path: 21
- register share after synthesis: 0
- final standard cell utilization of the core: 0.4873
- final instance count without filler cells: 1,208
- GPL Wtd Cong: 0.9991
- Area after DPL: 0.007462 sq mm
- global-route wire length before repair: 37,340 microns
- # Max-Cap Violations: 0
- Tightest Hold Check Type: primary input to primary output
- cell at the slowest stage of the critical path: clkdlybuf4s50_1
- count of tool warnings: 101
- iteration tally of the first detailed-router pass: 6
- Area Growth Syn to Fin: 17.87%
- Period minus WS final: 12.21 ns
- crit-path cells: clkdlybuf4s50_1 > nor2_1 > nand2_1 > buf_4 > o31a_1 > nand3_1 > or4_1 > or4_1 > or4_1 > nor4b_2 > nor4b_2 > clkdlybuf4s50_1
- total grt overflow: 0
- required time of the critical path: 14.56 ns
- total wirelength of the detailed-routed design: 24,210 microns
- Mapped Area: 0.006331 sq mm
- total power density per cell area: 30.69 mW/mm^2
- Port Buffers: 101
- flip-flops: 0
- setup total negative slack: 0 ns
- aggregate global-route resource usage: 0.2939
- leakage power of the design: 3.241 nW
- Final Hold Slack: 8.575 ns
- largest net degree at the start of global routing: 33
- worst slew margin relative to its limit: 0.2856
- Routed wire per std cell: 20.04 microns
- mean area per synthesized cell: 6.735 sq um
- CP max stage delay: 0.96 ns
- initial core utilization: 0.4134
- CLK BUF: 0
- RSZ-0062 raised after global routing: false
- post-detailed-placement half-perimeter wirelength: 19,280 microns
- antenna violations before repair: 0
- number of core rows: 45
- Unique cell types: 96
- via count of the first global-routing pass: 6,681
- Hold Fails Final Rpt: 0
- number of standard cells reported by yosys: 940
- Die Span Y: 127.8 microns
- portion of synthesized cell area occupied by the leading cell type: 0.1996
- die outline area: 0.01634 sq mm
- buffer-and-inverter tally for the worst setup path: 3
- area of the synthesized netlist per yosys stat: 0.006331 sq mm
- crit path setup slack, layout: 5.995 ns
- Fmax achieved: 0.08193 GHz
- I/O pins: 101
- startpoint class of the critical path: primary input
- number of warnings printed during yosys synthesis: 1
- die extent in x: 127.8 microns
- area of all placed cells without fillers: 0.007462 sq mm
- Total Power Consumption: 229.0 uW
- cell count after placement: 1,208
- vias post-DR: 7,501
- number of diodes: 0
- Final Max Tran Viols: 0
- Arr. time, crit path: 8.57 ns
- Most common cell on crit path: or4_1
- setup fix buffers added after clock tree synthesis: 0
==> power breakdown <==
part | switching (mW) | total, mW | internal [mW]
clock network | 0 | 0 | 0
registers | 0 | 0 | 0
logic | 0.134 | 0.229 | 0.0950
total | 0.134 | 0.229 | 0.0950
==> tightest hold or removal path, cell delays in order <==
cell,delay [ns]
clkdlybuf4s50_1,0.45
buf_4,0.28
o22ai_1,0.14
clkdlybuf4s50_1,0.41
==> cell families (layout without fill, tap and decap cells) <==
kind of cell,after synthesis,in the layout,share of synthesized area
multiplexers,7,7,0.01146
adder cells (fa/ha/maj),103,103,0.2059
AND-OR/OR-AND,361,361,0.4107
AND/OR/NAND/NOR,309,309,0.2626
XOR/XNOR,8,8,0.01107
buffers and inverters,152,209,0.09822
==> worst paths after layout <==
path | startpoint | to | cells after the start | slack, ns
setup / recovery | operation[3] | zero | 12 | 5.99
hold / removal | operation[1] | aluresult[13] | 4 | 8.57
==> synthesized netlist by cell type, types with 10 or more instances <==
| cell | n |
|---|---|
| nand2b_1 | 17 |
| nor2_1 | 88 |
| nand4_1 | 12 |
| a211oi_1 | 18 |
| nand2_1 | 62 |
| o21ai_0 | 50 |
| o211ai_1 | 15 |
| or4_1 | 10 |
| a221oi_1 | 18 |
| a21oi_1 | 85 |
| and2_1 | 10 |
| nor2b_1 | 13 |
| o21bai_1 | 10 |
| inv_1 | 96 |
| ha_1 | 101 |
| clkbuf_1 | 33 |
| buf_2 | 11 |
| nor3_1 | 17 |
| a21o_1 | 19 |
| nand3_1 | 15 |
==> routing by layer <==
| metal | wire length (microns) | GRT usage | vias to the layer above |
|---|---|---|---|
| met5 | 0 | 0 | - |
| met1 | 10760 | 0.4305 | 3398 |
| li1 | - | - | 3640 |
| met3 | 2318 | 0.04464 | 58 |
| met4 | 903 | 0.08997 | 0 |
| met2 | 10220 | 0.4421 | 405 |
==> final cells by class <==
cell class / instances / area [sq um] / area share
well taps: 211 / 264.0 / 0.03538
repair buffers: 113 / 1101 / 0.1476
inverters: 96 / 360.3 / 0.04829
multi-input cells: 788 / 5737 / 0.7688
Power figures rest on the tool's default switching activity, not on a simulated workload.
