## flow/design.v

```verilog
`timescale 1ns/1ps
module ALU (ALUCtrl, inA, inB, ALUResult, zero);
    input [3:0] ALUCtrl;
    input [31:0] inA;
    input [31:0] inB;
    output reg [31:0] ALUResult;
    output reg [0:0] zero;
    always @(ALUCtrl | inA | inB) begin
        case(ALUCtrl)
            4'b0010 : ALUResult = inA + inB;  
            4'b0110 : begin  
                if (inA - inB == 0) begin
                    ALUResult = 32'hXXXXXXXX;
                    zero = 1'b1;
                end else begin
                    ALUResult = 32'hXXXXXXXX;
                    zero = 1'b0;
                end
            end
            default : begin  
                        ALUResult = 32'hXXXXXXXX;
                        zero = 1'b1;
                    end
        endcase
    end
endmodule
```

## flow/run.sh

```bash
#!/bin/bash
# OpenROAD 26Q1-2900-gdf79404cd8, Yosys 0.63+post, stock flow scripts
make -C /OpenROAD-flow-scripts/flow DESIGN_CONFIG=/design/flow/config.mk WORK_HOME=/design/flow/orfs finish
```

## flow/config.mk

```make
export PLATFORM = sky130hd
export DESIGN_NAME = ALU
export DESIGN_NICKNAME = ALU
export VERILOG_FILES = /design/flow/design.v
export SDC_FILE = /design/flow/constraint.sdc
export NUM_CORES = 4
export LEC_CHECK = 1
export CORE_UTILIZATION = 40
```

## flow/constraint.sdc

```tcl
current_design ALU

set clk_period 13.2
set clk_io_pct 0.2

create_clock -name clk0 -period $clk_period

set non_clock_inputs [all_inputs -no_clocks]
set_input_delay [expr $clk_period * $clk_io_pct] -clock clk0 $non_clock_inputs
set_output_delay [expr $clk_period * $clk_io_pct] -clock clk0 [all_outputs]
```

==> Implementation_results.wiki <==
== Metrics ==
{| class="wikitable"
! Metric !! Value
|-
| Run status || finished, final reports clean
|-
| Pin count of the biggest net entering global routing || 18
|-
| Die Span X || 98.6 um
|-
| Length of the first detailed-routing pass in iterations || 4
|-
| DR top layer || met4
|-
| Fin crit share || roughly two thirds
|-
| Hold Crit Endpoint || ALUResult[0]
|-
| Launch instance of the worst min-delay path || inB[0]
|-
| Remaining antenna violation count after routing || 0
|-
| GP Congestion || 0.885
|-
| Async set-or-reset flop fraction in the synthesized netlist || 0%
|-
| Metal-1 WL || 5.28 mm
|-
| Number of register pins that no clock reaches || 1
|-
| Largest voltage drop on the vdd net || 0.0227 mV
|-
| Fmax achieved || between 100 and 150 MHz
|-
| Number of violations of the max-capacitance limit || 0
|-
| Crit-path max FO || 17
|-
| Number of flip-flops under the largest register name || 1
|-
| Antenna violations before repair || 0
|-
| Syn Area/Cell || 6.86 um2
|-
| Worst EP arrival || 6.38 ns
|-
| Synth-to-layout area growth || 26.3%
|-
| Leak || 2.03 nW
|-
| Post-detailed-placement half-perimeter wirelength || 8.81 mm
|-
| RSZ-0062 raised after global routing || no
|-
| Avg Vias per Cell || approximately 5.5
|-
| Slowest cell on crit path || sky130_fd_sc_hd__ha_1
|-
| Data required time at the worst endpoint || 10.56 ns
|-
| Per-cell routed wire length || 14.4 um
|-
| Initial core utilization || 42.0%
|-
| Worst Tran Pin Value || about 0.52 ns
|-
| Number of diodes added for antenna fixing || 0
|-
| Crit path top cell by count || sky130_fd_sc_hd__clkdlybuf4s50_1
|-
| Number of cells in Yosys stat || 545
|-
| Tally of OpenROAD warnings || around 63
|-
| Power Dens Cells || slightly above 50 nW/um2
|-
| Crit Path Category || input port to primary output
|-
| Placeable core region || between 8000 and 9000 um2
|-
| Post-route setup slack || between 4 and 5 ns
|-
| Post-synthesis cell count || 545
|-
| Vias in the first global route || 3,668
|-
| Setup Slack @ Placement || 4.12 ns
|-
| Total negative slack || 0 ns
|-
| Total met2 wirelength after detailed routing || 4.77 mm
|-
| Worst setup path start || inB[14]
|-
| Cell breakdown of the critical path || clkdlybuf4s50_1 > inv_1 > ha_1 > nor2b_1 > a2111oi_0 > nand3_1 > o31ai_1 > a21oi_1 > buf_4 > a31oi_1 > o21ai_1 > a221oi_2 > nand2_1 > o211ai_1 > clkdlybuf4s50_1
|-
| Unique cell type count in the Yosys netlist || 84
|-
| Number of register bits inferred by synthesis || 1
|-
| Number of rows created at floorplan || 34
|-
| Finish-stage setup viols || 0
|-
| Iteration-0 DRC Markers || roughly 140
|-
| Hold Path Stages || 4
|-
| Total of hold buffers inserted after clock tree synthesis || 0
|-
| Sum of routed wire length over all layers || 10.4 mm
|-
| Post-route DRC || 0
|-
| Class of the tightest hold or removal check || input port to primary output
|-
| Post-CTS Repair Setup Buffers || 0
|-
| Category of the worst setup path launch point || input port
|-
| Yosys synthesis chip area || 3740 um2
|-
| Final-report hold violation count || 0
|-
| Main flop type || sky130_fd_sc_hd__dlxtp_1
|-
| Endpoint class of the critical path || primary output
|-
| Number of unconstrained endpoints || 2
|-
| Share of layout cells above drive strength 1 || 3.39%
|-
| Pins Over Slew Limit || 0
|-
| Post-layout min period || 9.02 ns
|-
| Global route overflow || 0
|-
| Die Y || 98.6 um
|-
| Most frequent cells in the layout || sky130_fd_sc_hd__clkdlybuf4s50_1, sky130_fd_sc_hd__ha_1, sky130_fd_sc_hd__inv_1
|-
| Max transition margin || 64.7%
|-
| Global-route wire length before repair || 17.3 mm
|-
| Largest stage delay, worst path || 0.61 ns
|-
| Post-CTS resize count || 0
|-
| Total standard cell area after synthesis || 3740 um2
|-
| Ports || ~100
|-
| Port bufs || 101
|-
| Most frequently placed logic cell in the final layout || sky130_fd_sc_hd__clkdlybuf4s50_1
|-
| Count of vias placed by the detailed router || approximately 4,000
|-
| Met3 WL post-DR || 320 um
|-
| Count of synthesis-stage warnings from yosys || 1
|-
| Full die area || 9730 um2
|-
| Count of library flops with an enable pin || 0
|-
| Tot GR Track Use || 21.6%
|}
[cell usage after synthesis, drive strengths merged (11+ instances only)]
cell type	count	share of area [%]
a211oi	11	2.2
a21oi	52	7.1
buf	15	2.8
clkbuf	13	1.7
ha	62	21
inv	61	6.1
nand2	27	2.8
nand2b	11	1.8
nand3	11	1.5
nand4	12	2.0
nor2	55	5.6
nor2b	14	2.3
nor3	14	1.9
o21ai	20	2.7
xnor2	32	7.5
[layout make-up]
cell class,count,area (um2)
flip-flops and latches,1,15.0
inverters,61,229
fillers,882,4170
multi-input cells,455,3320
repair buffers,102,1020
well taps,108,135
[routing by layer]
metal	track usage, %	up-vias
li1	-	2111
met1	32.6	1824
met4	1.49	0
met3	0.866	8
met5	0	-
met2	35.8	88
[cell families after synthesis]
kind of cell / after synthesis / synth area share, %
XOR/XNOR: 42 / 9.85
buffers and inverters: 89 / 10.7
latches: 1 / 0.402
adder cells (fa/ha/maj): 64 / 21.8
AND/OR/NAND/NOR: 172 / 23.5
multiplexers: 5 / 1.37
AND-OR/OR-AND: 172 / 32.4
[power breakdown]
part           leakage, nW  total [mW]  internal (mW)  switching [mW]
Clock                    0           0              0               0
Combinational         2.03       0.240          0.125           0.115
Sequential         0.00846    0.000155       0.000139       0.0000164
[stage by stage]
stage | area, um2 | instances | util [%] | power [mW] | hold WS [ns]
6_report | 4720 | 727 | 53.1 | 0.240 | 6.32
5_1_grt | 4720 | 727 | 53.1 | 0.266 | 6.37
4_1_cts | 4720 | 727 | 53.1 | 0.241 | 6.33
3_5_place_dp | 4720 | 727 | 53.1 | 0.239 | 6.33
3_3_place_gp | 4720 | 727 | 53.1 | 0.240 | 6.34
2_1_floorplan | 3740 | 545 | - | 0.147 | 5.41
[worst max-delay path, delay by kind of cell]
family          cells  cell delay [ns]
buf+inv             4             1.18
compound gates      7             1.60
simple gates        3             0.34
fa+ha+maj           1             0.61
[worst max path at each step]
| stage | to |
|---|---|
| 4_1_cts | ALUResult[31] |
| 5_1_grt | ALUResult[31] |
| 6_report | ALUResult[31] |
Power figures rest on the tool's default switching activity, not on a simulated workload.
